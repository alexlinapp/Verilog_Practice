==> design/flow/design.v <==
module FIFO #(parameter B = 4,
                        W = 2)
(
        input   logic               clk, reset,
        input   logic               rd, wr,
        input   logic [B-1:0]       w_data,
        output  logic               empty, full,
        output  logic [B-1:0]       r_data
    );
    logic [B-1:0] array_reg [1 << W]; 
    logic [W-1:0] w_ptr, r_ptr, w_next_ptr, r_next_ptr;
    logic         array_empty, array_empty_next, array_full, array_full_next;
    logic         wr_en;
    assign wr_en = wr & (~array_full | rd);
    assign r_data = array_reg[r_ptr];
    assign full = array_full;
    assign empty = array_empty;
    always_ff @(posedge clk, posedge reset) begin
        if (reset) begin
            w_ptr <= '0;
            r_ptr <= '0;
            array_empty <= 1'b1;
            array_full <= 1'b0;
        end
        else begin
            w_ptr <= w_next_ptr;
            r_ptr <= r_next_ptr;
            array_empty <= array_empty_next;
            array_full <= array_full_next;
        end
    end
    always_ff @(posedge clk, posedge reset) begin
        if (reset) begin
            for (int i = 0; i < (1 << W); i++) begin
                array_reg[i] <= '0;    
            end
        end
        else if (wr_en) begin
            array_reg[w_ptr] <= w_data;
        end
    end
    always_comb begin
        array_empty_next = array_empty;
        array_full_next = array_full;
        w_next_ptr = w_ptr;
        r_next_ptr = r_ptr;
        case ({wr, rd})
            2'b01: begin
                if (~array_empty) begin
                    r_next_ptr = r_ptr + 1;
                    array_full_next = 1'b0;
                    if (w_ptr == r_next_ptr) array_empty_next = 1'b1;
                end
            end
            2'b10:  begin
            if (~array_full) begin
                    w_next_ptr = w_ptr + 1;
                    array_empty_next = 1'b0;
                    if (w_next_ptr == r_ptr) begin
                        array_full_next = 1'b1; 
                    end
                end
            end
            2'b11: begin
            if (~empty) r_next_ptr = r_ptr + 1;  
            w_next_ptr = w_ptr + 1;              
            end
        endcase
   end
endmodule
==> design/flow/run.sh <==
#!/bin/bash
# OpenROAD 26Q1-2900-gdf79404cd8, Yosys 0.63+post, stock flow scripts
make -C /OpenROAD-flow-scripts/flow DESIGN_CONFIG=/design/flow/config.mk WORK_HOME=/design/flow/orfs finish
==> design/flow/config.mk <==
export PLATFORM = sky130hd
export DESIGN_NAME = FIFO
export DESIGN_NICKNAME = FIFO
export VERILOG_FILES = /design/flow/design.v
export SDC_FILE = /design/flow/constraint.sdc
export NUM_CORES = 4
export LEC_CHECK = 1
export CORE_AREA = 10 10 114 114
export DIE_AREA = 0 0 124 124
==> design/flow/constraint.sdc <==
current_design FIFO

set clk_period 2.4
set clk_io_pct 0.2

create_clock -name clk0 -period $clk_period [get_ports {clk}]

set non_clock_inputs [all_inputs -no_clocks]
set_input_delay [expr $clk_period * $clk_io_pct] -clock clk0 $non_clock_inputs
set_output_delay [expr $clk_period * $clk_io_pct] -clock clk0 [all_outputs]
==> reports/qor_table.md <==
| Item | This run |
| --- | --- |
| Result of the run | complete, no violations |
| Data required time of the worst path | 1.92 ns |
| Clk pin slew, worst setup/hold paths | 0.08 ns |
| Max Clk Rate | 447.2 MHz |
| Final setup margin | 0.1638 ns |
| 1st-iter DRT viols | 32 |
| Count of endpoints failing setup in the final report | 0 |
| Yosys Instances | 90 |
| Cell count after placement | 235 |
| Design Power | 2.004 mW |
| Length of routed wiring on met1 | 1313 um |
| Initial antenna violation count | 0 |
| Synth Register Bits | 22 |
| Vias per inst | 3.021 |
| Startpoint types | register |
| Most common cell in the netlist | sky130_fd_sc_hd__dfrtp_1 |
| CTS HTree Levels | 1 |
| Largest area contributor in the netlist | sky130_fd_sc_hd__dfrtp_1 |
| Share of flip-flops with an asynchronous set or reset after synthesis | 1.000 |
| Final Wtd Congestion | 0.7511 |
| Setup_tns | 0 ns |
| Top-level port count | 14 |
| Synth Area per Inst | 13.68 um2 |
| Max clock buf depth | 2 |
| Min Tclk post-route | 2.236 ns |
| Number of search-and-repair iterations in the first detailed-routing pass | 6 |
| Clock insertion delay at the later pin of the skew report | 0.26 ns |
| Post-synthesis to final-layout area growth | 29.37% |
| CTS tree | built |
| RSZ-0062 raised after global routing | false |
| Reported max-cap violation count | 0 |
| CTS sink cnt | 22 |
| Top cells by area, synth | sky130_fd_sc_hd__dfrtp_1 43%, sky130_fd_sc_hd__mux2_4 20%, sky130_fd_sc_hd__ha_1 8.1% |
| Ys Warns | 2 |
| Worst ir drop on vdd | 0.3586 mV |
| Non-filler cells in the finished layout | 241 |
| Number of antenna diodes | 0 |
| Cell Rows | 37 |
| Number of buffers created by CTS | 3 |
| Synth top area share | 0.4268 |
| Tcrit/Tclk final | 0.9317 |
| Floorplan core density | 0.1182 |
| Distinct cells, synth | 21 |
| Final Max-Slew Violation Tally | 0 |
| Leakage dissipation | 0.7019 nW |
| Detail Route met2 WL | 1058 um |
| Total wire length after detailed routing | 2588 um |
| Post-route clock skew | 0.002213 ns |
| Grt ovf | 0 |
| Clk root buf | sky130_fd_sc_hd__clkbuf_8 |
| Post-synth tally of flip-flops with integrated enable | 0 |
| Fraction of layout instances using a drive strength above 1 | 0.3333 |
| Top fanout value on the critical path | 4 |
| Sequential fraction of the synthesis area | 0.4482 |
| Overall die area | 15380 um2 |
| Pre-CTS WS | 0.1786 ns |
| Via count of the first global-routing pass | 760 |
| Mapped Area | 1231 um2 |
| Critical path endpoint category | primary output |
| Worst hold slack | 0.5144 ns |
| Global-route wire length before repair | 4202 um |
| Metal3 WL | 208 um |
| Slew at the pin closest to its max-slew limit | 0.3719 ns |
| Tool warnings | 31 |
| DRC Markers | 0 |
| Maximum number of pins on one net before global-route repair | 23 |
| Number of cells produced by synthesis | 90 |
| Top cell types by occurrence after synthesis | 21 x sky130_fd_sc_hd__dfrtp_1, 16 x sky130_fd_sc_hd__mux2_4, 9 x sky130_fd_sc_hd__inv_1, 8 x sky130_fd_sc_hd__ha_1 |
| Vias after detailed routing | 728 |
| Final HPWL DP | 1861 um |
| Worst path arrival time | 1.76 ns |
| Number of hold-slack violations in the final timing report | 0 |
| Global-route usage over all layers | 0.03462 |
| Total of buffers placed on input and output ports | 13 |
| Final antenna-violating net count | 0 |
| Type of the most critical hold path | reg -> reg |
| Worst slew slack as a fraction of its limit | 0.7520 |
| Width of the die | 124 um |
| Area inside the core boundary | 10420 um2 |
| Pwr dens | 1258 nW/um2 |
| Uppermost signal routing layer after detailed routing | met4 |
| Height of the die | 124 um |
| DR WL/cell | 10.74 um |
| Max FFs per register | 16 |
| Primary FF master, synth | sky130_fd_sc_hd__dfrtp_1 |
| Crit path kind | reg -> out |
| Yosys synthesis chip area | 1231 um2 |
## report_power, final
| part | switching, mW | internal (mW) | total, mW |
|---|---|---|---|
| Clock | 0.124 | 0.223 | 0.347 |
| Combinational | 0.348 | 0.596 | 0.944 |
| Sequential | 0.149 | 0.565 | 0.714 |
| Total | 0.621 | 1.38 | 2.00 |
## area by class of cell
type | instances | area, um2
clock inverters | 1 | 30.03
fillers | 1145 | 8823
well taps | 136 | 170.2
multi-input cells | 54 | 606.8
clock buffers | 3 | 41.29
repair buffers | 16 | 158.9
flip-flops and latches | 22 | 551.8
inverters | 9 | 33.78
## kinds of logic (layout without fill, tap and decap cells)
logic type	after synthesis	after routing	share of synthesized area
flops	22	22	0.4482
mux	21	21	0.2368
buf+inv	14	29	0.06707
simple gates	11	11	0.07623
compound gates	9	9	0.05488
fa+ha+maj	8	8	0.08130
xor+xnor	5	5	0.03557
## metrics by stage
step                      cell area (um2)    util
after floorplan                      1231       -
after global placement               1490  0.1431
after detailed placement             1490  0.1431
after CTS                            1585  0.1522
after global routing                 1593  0.1529
final                                1593  0.1529
## critical path, stage by stage, from the launching register on
cell                            delay, ns
sky130_fd_sc_hd__dfrtp_1             0.42
sky130_fd_sc_hd__inv_2               0.08
sky130_fd_sc_hd__ha_2                0.22
sky130_fd_sc_hd__a222oi_1            0.40
sky130_fd_sc_hd__mux2i_1             0.11
sky130_fd_sc_hd__dlygate4sd2_1       0.26
## what timing repair did
item,in CTS,in global routing
endpoints found under the setup margin,4,3
hold buffers,0,0
buffers inserted,2,0
pin swaps,3,3
resized,6,3
## path summary, 6_finish.rpt
| kind | startpoint | end | slack, ns | cells past startpoint |
|---|---|---|---|---|
| max | r_ptr[0] | r_data[2] | 0.16 | 5 |
| min | array_reg[0][3] | array_reg[0][3] | 0.51 | 1 |
| max reg2reg | w_ptr[0] | array_full | 1.02 | 4 |
| min reg2reg | array_reg[0][3] | array_reg[0][3] | 0.51 | 1 |
| max in group asynchronous | reset | array_empty | 1.57 | 3 |
| min in group asynchronous | reset | w_ptr[0] | 0.55 | 3 |
## layout by cell type, fill, tap and decap left out, types with 2 or more instances in the layout
| cell | instances |
|---|---|
| sky130_fd_sc_hd__dlymetal6s2s_1 | 3 |
| sky130_fd_sc_hd__inv_1 | 8 |
| sky130_fd_sc_hd__nand2_1 | 2 |
| sky130_fd_sc_hd__mux2_4 | 16 |
| sky130_fd_sc_hd__buf_4 | 3 |
| sky130_fd_sc_hd__a222oi_1 | 4 |
| sky130_fd_sc_hd__xnor2_1 | 4 |
| sky130_fd_sc_hd__ha_2 | 4 |
| sky130_fd_sc_hd__clkbuf_8 | 3 |
| sky130_fd_sc_hd__ha_1 | 4 |
| sky130_fd_sc_hd__dfrtp_1 | 21 |
| sky130_fd_sc_hd__o21ai_0 | 4 |
| sky130_fd_sc_hd__clkdlybuf4s50_1 | 9 |
| sky130_fd_sc_hd__and3_4 | 4 |
| sky130_fd_sc_hd__mux2i_1 | 4 |
## layer usage
| metal | vias to the layer above | GRT usage |
|---|---|---|
| met4 | 0 | 0.001439 |
| met3 | 2 | 0.01423 |
| li1 | 337 | - |
| met2 | 27 | 0.04868 |
| met5 | - | 0 |
| met1 | 362 | 0.05122 |
Power figures rest on the tool's default switching activity, not on a simulated workload.
