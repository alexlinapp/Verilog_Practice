[./config.mk]
export PLATFORM = sky130hd
export DESIGN_NAME = square_wave_gen
export DESIGN_NICKNAME = square_wave_gen
export VERILOG_FILES = /design/flow/design.v
export SDC_FILE = /design/flow/constraint.sdc
export NUM_CORES = 4
export LEC_CHECK = 1
export CORE_AREA = 10 10 98 98
export DIE_AREA = 0 0 108 108
[./constraint.sdc]
current_design square_wave_gen

set clk_period 4.4
set clk_io_pct 0.2

create_clock -name clk0 -period $clk_period [get_ports {clk}]

set non_clock_inputs [all_inputs -no_clocks]
set_input_delay [expr $clk_period * $clk_io_pct] -clock clk0 $non_clock_inputs
set_output_delay [expr $clk_period * $clk_io_pct] -clock clk0 [all_outputs]
[./design.v]
module square_wave_gen
    #(parameter N = 4)
    (
    input wire clk, reset,
    input wire[N-1:0] m, n,
    output wire q,
    output wire[N+2:0] c
    );
    reg q_curr, q_next;
    reg[N+2:0] counter, counter_next;
    always @(posedge clk, posedge reset)
        begin
            if (reset)
                q_curr <= 0;
            else
                q_curr <= q_next;
        end
    always @(posedge clk, posedge reset)
        begin
            if (reset)
                counter <= 0;
            else
                counter <= counter_next;
        end
    always @*
        begin
            q_next = q_curr;
            counter_next = counter;
            if (q_curr)
                begin
                    if (counter >= m * 5 - 1) 
                        begin
                            q_next = 1'b0;
                            counter_next = 0;
                        end
                    else
                        counter_next = counter + 1;
                end
            else
                begin
                    if (counter >= n * 5 - 1)
                        begin
                            q_next = 1'b1;
                            counter_next = 0;
                        end
                     else
                        counter_next = counter + 1;
                end
        end
    assign q = q_curr;
    assign c = counter;
endmodule
[./run.sh]
#!/bin/bash
# OpenROAD 26Q1-2900-gdf79404cd8, Yosys 0.63+post, stock flow scripts
make -C /OpenROAD-flow-scripts/flow DESIGN_CONFIG=/design/flow/config.mk WORK_HOME=/design/flow/orfs finish
==> flow_summary.ini <==
; synthesis and place-and-route metrics
[floorplan]
die_h_um = 108
fp-row-count = 32
die_w_um = 108
die-area_um2 = 11700
fp_util_pct = 17.3
placeableCoreArea_um2 = 7650
ios = 18

[place]
dp.cells = 262
gp_congestion = 0.862
dp_hpwl_um = 2360
port_buffers = 17

[global_routing]
grt_pass1_wl_um = 4880
busiest_layer = met2
antenna_found_initial = 0
grt.overflow.total = 0
use_met2_pct = 7.37
grt_max_degree = 9
grt_pass1_vias = 1046
grt.total_usage_pct = 4.90
use_met3_pct = 0.663
grt_util_met1_pct = 7.32

[detailed_routing]
wl_per_cell_um = 9.93
routed_wl_um = 2630
firstDrtPassIters = 4
drc_errors = 0
vias_per_cell = 3.86
via_count = 1023
detail-route-antenna-nets = 0
drt_first_iter_violations = 32
antennaDiodeCount = 0

[logic_synthesis]
topCellsByArea = ha_1 (31%), dfrtp_1 (15%), fa_1 (6.1%)
ys.flop_type = dfrtp_1
synth_area_per_cell_um2 = 9.31
ys_warn_count = 1
ys_types = 34
ys_cells = 142
ys_ff = 8
ys_area_um2 = 1320
synth_seq_share_pct = 15.1
netlist_area_um2 = 1320
edf_count = 0
top_area_share_pct = 31.2
synth_cells = 142
async_flop_share_pct = 100
top_area_cell = ha_1

[worst_hold_path]
holdPathStages = 1
hold_start = counter[0]
worstHoldEndpoint = counter[0]
min_path_type = reg -> reg

[timing]
final.setup.tns_ns = 0
rsz0062_at_grt = no
slew_viol_final = 0
setup_viol = 0
relSlewSlack_pct = 66.7
skew_ns = 0.00121
period_needed_ns = 4.07
fmax_mhz = 246
tightestPinTransition_ns = 0.497
finalCritPeriodShare_pct = 92.5
hold_viol_final = 0

[job]
cap_viol_max_count = 0
warnings = 27

[critical_path]
crit_path_end_kind = flop
worstSetupStartpointType = input port
critPathKind = in -> reg
path_delay_family = adder cells
arrival_ns = 4.20
path_buffers = 2
crit_chain = clkdlybuf4s50_1 -> inv_1 -> fa_1 -> ha_1 -> a21oi_1 -> o21bai_1 -> a21oi_1 -> xor2_1 -> ha_1 -> and3_1 -> a221o_1 -> a31oi_1 -> nor3b_2 -> nor3_1
critPathSlowestCell = clkdlybuf4s50_1
critical_path_required_ns = 4.53
slowest_delay_ns = 0.51
reg2reg_depth = 6
rrSetupSlack_ns = 2.47
path_max_fanout = 7
r2r_end = counter[5]
critical_path.reg2reg.startpoint = counter[5]

[clocking]
clockBufferDepth = 2
htreeDepth = 1
numClockSinks = 8
tritoncts = yes
cts_root_buffer = clkbuf_8
post_cts_buffers = 0
clock_latency_ns = 0.22
hold_buffers = 0
numCtsBuffers = 3
cts-resized-gates = 0
clk_pin_slew_worst_paths_ns = 0.04

[final_layout]
syn2layout_area_growth_pct = 26.2
final_cell_mix = ha_1 (33), inv_1 (20), clkdlybuf4s50_1 (17)
layout_top_cell = ha_1
finalNonFillerCells = 265
drive_gt1_share_pct = 7.36
fillCellCount = 817

[power]
p_sw_uw = 259
p_seq_share_pct = 25.2
clock_power_share_pct = 13.0
pwr_density_cell_nw_per_um2 = 389
internal-power_uw = 390
swShare_pct = 39.9
ir_drop_uv = 102
cellLeakagePower_uw = 0.000785
power_frac_comb_pct = 61.8

[outcome]
status = finished clean
[metal layers]
metal	wire, um	share of wire (%)	up-vias
met4	40	1.5	0
met1	1410	54	449
met3	116	4.4	2
met5	0	0	-
met2	1060	40	16
li1	-	-	556
[per-stage QoR]
step                      utilization, %  instance area (um2)  setup WS (ns)  power (uW)  hold slack [ns]
after floorplan                        -                 1320          0.804         422            0.465
final                               21.8                 1670          0.330         649            0.537
after CTS                           21.8                 1670          0.300         664            0.534
after detailed placement            21.3                 1630         0.0691         575            0.532
after global routing                21.8                 1670        0.00190         744            0.558
after global placement              21.3                 1630          0.129         571            0.519
[cell usage after synthesis (5+ instances only)]
library cell / instances
inv_1: 20
nor3_1: 5
o21ai_0: 6
a21oi_1: 8
dfrtp_1: 8
xor2_1: 6
xnor2_1: 5
ha_1: 33
[cell families (layout without fill, tap and decap cells)]
group	after synthesis	count (layout)	share of synthesized area, %
adder cells (fa/ha/maj)	37	37	37.3
buffers and inverters	20	41	5.68
AND-OR/OR-AND	34	34	18.9
flip-flops	8	8	15.1
AND/OR/NAND/NOR	32	32	15.7
XOR/XNOR	11	11	7.28
[state kept, by name, summed over array words and instances, names as in the netlist]
name     cells
counter      7
q_curr       1
[worst max-delay path by stage]
stage / to / cells past startpoint / from
final: counter[5] / 14 / m[1]
after global routing: counter[3] / 14 / m[1]
after CTS: counter[2] / 14 / m[1]
[final cells by class]
cell class | count | area [um2] | area share, %
clock buffer | 3 | 41.3 | 2.47
multi-input combinational | 114 | 1050 | 62.7
inverter | 20 | 75.1 | 4.50
tap | 102 | 128 | 7.65
timing repair buffer | 18 | 178 | 10.6
sequential | 8 | 200 | 12.0
[power by group through the flow]
stage	combinational, uW	clock [uW]	sequential, uW
global route	479	93.6	172
finish	401	84.1	164
CTS	413	86.5	165
Power figures rest on the tool's default switching activity, not on a simulated workload.
